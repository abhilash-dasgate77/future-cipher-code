==> design/flow/design.v <==
`timescale 1ns / 1ps
module Reg64bit(clk,rst,en,sh16,sh5,sr,x,y);
	input clk,rst,en,sh16,sh5,sr;
	input [0:63]x;
	output reg [0:63]y;
	always@(posedge clk)begin
		if (~en) begin
			$monitor("not enabled...");
			y <= y;
		end else begin
			if (rst) begin
				y <= x;
				$monitor("time  = %d, y = %x (assigned from input)",$time,y);
			end else begin
				if (sh16) begin
					y <= (y << 16)|(y >> 48);
					$monitor("time  = %d, y = %x (<< 16)",$time,y);
				end
				if (sh5) begin
					y <= (y << 5)|(y >> 59);
					$monitor("time  = %d, y = %x (<< 5)",$time,y);
				end
				if (sr) begin
					y[ 0 ] <= y[ 0 ];
					y[ 1 ] <= y[ 1 ];
					y[ 2 ] <= y[ 2 ];
					y[ 3 ] <= y[ 3 ];
					y[ 4 ] <= y[ 52 ];
					y[ 5 ] <= y[ 53 ];
					y[ 6 ] <= y[ 54 ];
					y[ 7 ] <= y[ 55 ];
					y[ 8 ] <= y[ 40 ];
					y[ 9 ] <= y[ 41 ];
					y[ 10 ] <= y[ 42 ];
					y[ 11 ] <= y[ 43 ];
					y[ 12 ] <= y[ 28 ];
					y[ 13 ] <= y[ 29 ];
					y[ 14 ] <= y[ 30 ];
					y[ 15 ] <= y[ 31 ];
					y[ 16 ] <= y[ 16 ];
					y[ 17 ] <= y[ 17 ];
					y[ 18 ] <= y[ 18 ];
					y[ 19 ] <= y[ 19 ];
					y[ 20 ] <= y[ 4 ];
					y[ 21 ] <= y[ 5 ];
					y[ 22 ] <= y[ 6 ];
					y[ 23 ] <= y[ 7 ];
					y[ 24 ] <= y[ 56 ];
					y[ 25 ] <= y[ 57 ];
					y[ 26 ] <= y[ 58 ];
					y[ 27 ] <= y[ 59 ];
					y[ 28 ] <= y[ 44 ];
					y[ 29 ] <= y[ 45 ];
					y[ 30 ] <= y[ 46 ];
					y[ 31 ] <= y[ 47 ];
					y[ 32 ] <= y[ 32 ];
					y[ 33 ] <= y[ 33 ];
					y[ 34 ] <= y[ 34 ];
					y[ 35 ] <= y[ 35 ];
					y[ 36 ] <= y[ 20 ];
					y[ 37 ] <= y[ 21 ];
					y[ 38 ] <= y[ 22 ];
					y[ 39 ] <= y[ 23 ];
					y[ 40 ] <= y[ 8 ];
					y[ 41 ] <= y[ 9 ];
					y[ 42 ] <= y[ 10 ];
					y[ 43 ] <= y[ 11 ];
					y[ 44 ] <= y[ 60 ];
					y[ 45 ] <= y[ 61 ];
					y[ 46 ] <= y[ 62 ];
					y[ 47 ] <= y[ 63 ];
					y[ 48 ] <= y[ 48 ];
					y[ 49 ] <= y[ 49 ];
					y[ 50 ] <= y[ 50 ];
					y[ 51 ] <= y[ 51 ];
					y[ 52 ] <= y[ 36 ];
					y[ 53 ] <= y[ 37 ];
					y[ 54 ] <= y[ 38 ];
					y[ 55 ] <= y[ 39 ];
					y[ 56 ] <= y[ 24 ];
					y[ 57 ] <= y[ 25 ];
					y[ 58 ] <= y[ 26 ];
					y[ 59 ] <= y[ 27 ];
					y[ 60 ] <= y[ 12 ];
					y[ 61 ] <= y[ 13 ];
					y[ 62 ] <= y[ 14 ];
					y[ 63 ] <= y[ 15 ];
					$monitor("time  = %d, y = %x (shift Rows)",$time,y);
				end
			end
		end
	end
endmodule
`timescale 1ns / 1ps
module XKRC(clk,K0_rst,K0_en,K0_sh16,K0_sh5,K1_rst,K1_en,K1_sh16,K1_sh5,RC1_rst,RC1_en,RC1_sh16,RC1_sh5,K0_in,K1_in,sel_K0K1,RC1_in,sel_RC01,X,Y);
	input clk,K0_rst,K0_en,K0_sh16,K0_sh5; 
	input K1_rst,K1_en,K1_sh16,K1_sh5; 
	input RC1_rst,RC1_en,RC1_sh16,RC1_sh5; 
	input [0:63]X,K0_in,K1_in,RC1_in; 
	input [0:15] sel_K0K1,sel_RC01; 
	wire [0:15]sel_Ki,sel_RCi; 
	wire [0:63] K0_out, K1_out, RC1_out;
	wire [0:15] tmp0;
	output [0:15]Y; 
	Reg64bit reg64bit_inst1(.clk(clk),.rst(K0_rst),.en(K0_en),.sh16(K0_sh16),.sh5(K0_sh5),.sr(1'b0),.x(K0_in),.y(K0_out));
	Reg64bit reg64bit_inst2(.clk(clk),.rst(K1_rst),.en(K1_en),.sh16(K1_sh16),.sh5(K1_sh5),.sr(1'b0),.x(K1_in),.y(K1_out));
	mux2x1_16bit muxK0K1(.a(K0_out[0:15]),.b(K1_out[0:15]),.s(sel_K0K1),.c(sel_Ki));
	Reg64bit reg64bit_inst3(.clk(clk),.rst(RC1_rst),.en(RC1_en),.sh16(RC1_sh16),.sh5(RC1_sh5),.sr(1'b0),.x(RC1_in),.y(RC1_out));
	mux2x1_16bit muxRC01(.a(16'h0000),.b(RC1_out[0:15]),.s(sel_RC01),.c(sel_RCi));
	xor16bit xor16bit_inst1(.a(sel_Ki),.b(sel_RCi),.c(tmp0));
	xor16bit xor16bit_inst2(.a(X[0:15]),.b(tmp0),.c(Y));
endmodule
`timescale 1ns / 1ps
module mux2x1_16bit(a,b,s,c);
	input [0:15]a,b,s;
	output [0:15]c;
	assign c= ~s & a | s & b;
endmodule
`timescale 1ns / 1ps
module xor16bit(
    input [0:15] a,
    input [0:15] b,
    output [0:15] c
    );
	assign c = a ^ b;
endmodule
==> design/flow/run.sh <==
#!/bin/bash
# OpenROAD 26Q1-2900-gdf79404cd8, Yosys 0.63+post, stock flow scripts
make -C /OpenROAD-flow-scripts/flow DESIGN_CONFIG=/design/flow/config.mk WORK_HOME=/design/flow/orfs finish
==> design/flow/config.mk <==
export PLATFORM = sky130hd
export DESIGN_NAME = XKRC
export DESIGN_NICKNAME = XKRC
export VERILOG_FILES = /design/flow/design.v
export SDC_FILE = /design/flow/constraint.sdc
export NUM_CORES = 4
export LEC_CHECK = 1
export CORE_UTILIZATION = 50
==> design/flow/constraint.sdc <==
current_design XKRC

set clk_period 3.1
set clk_io_pct 0.2

create_clock -name clk0 -period $clk_period [get_ports {clk}]

set non_clock_inputs [all_inputs -no_clocks]
set_input_delay [expr $clk_period * $clk_io_pct] -clock clk0 $non_clock_inputs
set_output_delay [expr $clk_period * $clk_io_pct] -clock clk0 [all_outputs]
==> summary.txt <==
yosys + openroad results -> total DRC errors in the routed layout=0, TritonCTS clock tree=yes, buffer type at the clock tree root=clkbuf_16, number of cell instances on the worst register-to-register path=2, Adder-Cell Fraction of Synth Area=0%, Max Buffers Root-to-Sink=2, element type at the critical path end=output port, Layout Skew=around 7.9 ps, Hold/Removal Path Class=register to register, fraction of final layout cells sized beyond drive strength 1=4.59%, final critical-path required period=roughly 2900 ps, internal reg-to-reg setup slack=between 1500 and 2000 ps, vertical die dimension=~150 um, YS chip area=roughly 10000 um2, Mean Syn Cell Area=11.8 um2, routed length on met2=between 10000 and 15000 um, overall routing resource usage=29.0%, cts-stage hold buffer count=0, number of placed I/O pins=317, htree depth=4, via count of the first global-routing pass=7350, Top logic family=multiplexers, Peak Freq=around 350 MHz, compound-gate portion of the synthesized area=roughly a tenth, Dominant cell area share=a little under three fifths, post-detail-place hpwl=20600 um, Die X-Extent=approximately 150 um, routed wire length=~28000 um, kind of critical path=input port to output port, clk sink count=roughly 190, register share after synthesis=a little under three fifths, measured slew at the worst slew-check pin=704 ps, global-route wire length before repair=42300 um, worst r2r src=reg64bit_inst2.y[8], mux frac, synth=roughly 20%, Cell Count Post-Placement=between 1000 and 1500, register bit count reported by yosys=192, metal1 wirelength=11600 um, xor/xnor share of the synthesized area=under 10%, clock edge transition at the registers on the reported setup and hold paths=approximately 70 ps, kind of start point of the critical path=input port, fraction of the cycle the final worst path needs=between 90% and 100%, summed instance area of the synthesized netlist=10400 um2, number of max-cap violations=0, Yosys cell types=11, simple-gate portion of the synthesized area=under 10%, cell depth of the worst hold path=2, final setup fails=0, area of the core=roughly 20000 um2, Std-Cell Rows=around 52, area growth from synthesis to final layout=32.9%, Slew Viols, Final=0, Slew headroom=between 50% and 60%, hold path start=reg64bit_inst2.y[55], Wirelength per Cell=20.0 um, number of buffers inserted to repair setup after CTS=0, first-pass iteration count of the detailed router=5, total congestion overflow=0, run status=completed, number of warning messages in the logs=74, largest fanout of any net on the critical path=1, number of hold-slack violations in the final timing report=0, power density normalized to cell area=a little under 500 nW/um2, Starting DRT DRC Count=approximately 570, RSZ-0062 raised after global routing=no, Max VDD drop=roughly 0.35 mV, pin count of the biggest net entering global routing=around 81, effective utilization at floorplan=about half, number of buffers created by CTS=17, biggest area consumer among synthesized cells=edfxtp_1, met3 layer wire length in the routed design=between 2000 and 3000 um, Post-synth area hogs=edfxtp_1 (55%), mux2i_1 (18%), o21ai_1 (9.2%), number of instances in the synthesized netlist=882, endpoint of the worst hold path=reg64bit_inst2.y[50], arrival time of the worst setup path=about 2300 ps, count of instances resized after the clock tree is built=0, post-layout instance count excluding filler cells=1405, highest metal layer with signal wires=met5, Placer Congestion=approximately 0.9, endpoint of the lowest-slack register-to-register path=reg64bit_inst2.y[3], Latency at later pin=between 400 and 500 ps, chip area=~21000 um2, number of warnings issued by yosys=6, routed vias/inst=between 5 and 6, count of input and output buffers=around 270, origin of the worst setup path=sel_K0K1[3], Yosys Instances=882, via count=7513, Setup TNS Final=0 ps, antenna violations before repair=4, leakage power summed over all cells=about 5.5 nW, post-route antenna net violation count=0, Data required, critical path=2480 ps
## layer usage
| metal | track usage [%] | up-vias |
|---|---|---|
| met2 | 43.5 | 280 |
| met4 | 2.45 | 2 |
| li1 | - | 3707 |
| met5 | 2.05 | - |
| met1 | 46.0 | 3509 |
| met3 | 10.8 | 15 |
## sequential cells by signal (all words and copies together), names as in the netlist
name	count
reg64bit_inst1.y	64
reg64bit_inst3.y	64
reg64bit_inst2.y	64
## worst max-delay path, stage by stage
cell             delay [ps]
clkdlybuf4s50_1         480
mux2_1                  410
xnor3_1                 360
clkdlybuf4s50_1         410
## report_power, final
part | internal, W | total, W | leakage (nW) | switching [W]
Sequential | 0.00313 | 0.00330 | 1.89 | 0.000166
Combinational | 0.000679 | 0.00115 | 3.32 | 0.000468
Clock | 0.00135 | 0.00231 | 0.303 | 0.000959
Total | 0.00517 | 0.00676 | 5.51 | 0.00159
## worst max-delay path by stage
stage       to  slack [ps]  depth (start not counted)
4_1_cts   Y[3]         210                          4
5_1_grt   Y[3]         170                          4
6_report  Y[3]         210                          4
## synth_stat cells
| master | count |
|---|---|
| buf_6 | 18 |
| o31a_1 | 3 |
| clkbuf_1 | 24 |
| nand2_1 | 208 |
| buf_2 | 18 |
| edfxtp_1 | 192 |
| buf_4 | 3 |
| mux2_1 | 16 |
| xnor3_1 | 16 |
| o21ai_1 | 192 |
| mux2i_1 | 192 |
## cells in the final DEF, fill, tap and decap left out
master	count
clkdlybuf4s50_1	262
nand2_1	208
mux2i_1	192
o21ai_1	192
edfxtp_1	192
clkbuf_16	17
mux2_1	16
xnor3_1	16
buf_4	13
buf_12	7
clkinv_4	5
bufinv_16	4
diode_2	3
o31a_2	3
clkinv_2	2
clkbuf_1	1
clkinv_1	1
inv_8	1
## final cells by class
cell class / instances / area [um2]
diodes: 3 / 7.51
clock buffers: 18 / 429
clock inverters: 13 / 189
fillers: 1567 / 6480
multi-input cells: 627 / 4230
flip-flops and latches: 192 / 5770
well taps: 270 / 338
repair buffers: 282 / 2860
## stage by stage
step	hold slack (ps)	util, %	total power, W	area [um2]	worst slack [ps]
6_report	618	68.1	0.00676	13800	205
5_1_grt	650	68.1	0.00701	13800	169
3_5_place_dp	608	65.0	0.00451	13200	229
2_1_floorplan	588	-	0.00388	10400	112
4_1_cts	626	68.1	0.00681	13800	212
3_3_place_gp	601	65.0	0.00450	13200	223
## logic make-up (layout without fill, tap and decap cells)
family / count (synthesis) / in the layout
AOI/OAI and AO/OA: 195 / 195
muxes: 208 / 208
and+or+nand+nor: 208 / 208
xor gates and xnor gates: 16 / 16
buffers and inverters: 63 / 313
other: 0 / 3
DFF: 192 / 192
Power figures rest on the tool's default switching activity, not on a simulated workload.
