==> /design/flow/design.v <==
`timescale 1ns / 1ps
module counter(clk,en,rst,b0,b1,b2,b3,B0,B1,Xr,X6,K6,K5,C6,sm,d0,d1,d2,d3,C0,C1,Yr,Y6,L6,L5,D6,sm1);
input clk,en,rst;
input b0,b1,b2,b3,B0,B1,Xr,X6,K6,K5,C6,sm;
output reg d0,d1,d2,d3,C0,C1,Yr,Y6,L6,L5,D6,sm1;
always @( posedge clk) begin
	if (en) begin
		if (rst) begin
			d0 <= b0;
			d1 <= b1;
			d2 <= b2;
			d3 <= b3;
			C0 <= B0;
			C1 <= B1;
			Yr <= Xr;
			Y6 <= X6;
			L6 <= K6;
			L5 <= K5;
			D6 <= C6;
			sm1 <= sm;
		end else begin
			d0 <= d0 & ~d1 & ~d2 & d3 & ~Yr & ~Y6 & ~L6 & ~L5 & ~D6 | d0 & ~d1 & ~d3 & C0 & ~Yr & ~Y6 & ~L6 & ~L5 & ~D6 |d0 & ~d1 & ~d3 & C1 & ~Yr & ~Y6 & ~L6 & ~L5 & ~D6 |d0 & ~d1 & ~d3 & ~Yr & ~Y6 & ~L6 & ~L5 & ~D6 & sm1 |d0 & ~d1 & ~d2 & ~Yr & Y6 & L6 & ~L5 & D6 & ~sm1 |d0 & ~d1 & ~d3 & ~Yr & Y6 & L6 & ~L5 & D6 & ~sm1 |d0 & ~d1 & ~d2 & C0 & C1 & ~Y6 & ~L6 & ~L5 & ~D6 & ~sm1 | d0 & ~d1 & ~d3 & C0 & C1 & ~Y6 & ~L6 & ~L5 & ~D6 & ~sm1 | d0 & ~d1 & ~d3 & ~C0 & ~C1 & ~Yr & ~Y6 & ~L6 & L5 & ~D6 & ~sm1 | ~d0 & d1 & d2 & d3 & C0 & C1 & Yr & ~Y6 & ~L6 & ~L5 & ~D6 & ~sm1;
			d1 <= ~d0 & d1 & d3 & ~Yr & ~Y6 & ~L6 & ~L5 & ~D6 | ~d0 & d1 & C0 & ~Yr & ~Y6 & ~L6 & ~L5 & ~D6 | ~d0 & d1 & C1 & ~Yr & ~Y6 & ~L6 & ~L5 & ~D6 | ~d0 & d1 & ~Yr & ~Y6 & ~L6 & ~L5 & ~D6 & sm1 |~d0 & d1 & ~Yr & Y6 & L6 & ~L5 & D6 & ~sm1| ~d0 & d1 & ~d2 & C0 & C1 & ~Y6 & ~L6 & ~L5 & ~D6 & ~sm1 | ~d0 & d1 & ~d3 & C0 & C1 & ~Y6 & ~L6 & ~L5 & ~D6 & ~sm1 | ~d0 & d1 & ~d3 & ~C0 & ~C1 & ~Yr & ~Y6 & ~L6 & L5 & ~D6 & ~sm1 | ~d0 & ~d1 & d2 & d3 & C0 & C1 & Yr & ~Y6 & ~L6 & ~L5 & ~D6 & ~sm1;
			d2 <= ~d0 & d2 & d3 & ~Yr & ~Y6 & ~L6 & ~L5 & ~D6 | ~d0 & d2 & C0 & ~Yr & ~Y6 & ~L6 & ~L5 & ~D6 |~d0 & d2 & C1 & ~Yr & ~Y6 & ~L6 & ~L5 & ~D6 | ~d0 & d2 & ~Yr & ~Y6 & ~L6 & ~L5 & ~D6 & sm1 | ~d0 & d2 & ~Yr & Y6 & L6 & ~L5 & D6 & ~sm1 | ~d1 & d2 & ~d3 & C0 & ~Yr & ~Y6 & ~L6 & ~L5 & ~D6 | ~d1 & d2 & ~d3 & C1 & ~Yr & ~Y6 & ~L6 & ~L5 & ~D6 | ~d1 & d2 & ~d3 & ~Yr & ~Y6 & ~L6 & ~L5 & ~D6 & sm1 | ~d1 & d2 & ~d3 & ~Yr & Y6 & L6 & ~L5 & D6 & ~sm1 | ~d0 & d2 & ~d3 & C0 & C1 & ~Y6 & ~L6 & ~L5 & ~D6 & ~sm1 | ~d1 & d2 & ~d3 & C0 & C1 & ~Y6 & ~L6 & ~L5 & ~D6 & ~sm1 | ~d0 & d2 & ~d3 & ~C0 & ~C1 & ~Yr & ~Y6 & ~L6 & L5 & ~D6 & ~sm1 | ~d1 & d2 & ~d3 & ~C0 & ~C1 & ~Yr & ~Y6 & ~L6 & L5 & ~D6 & ~sm1 | ~d0 & ~d2 & d3 & C0 & C1 & Yr & ~Y6 & ~L6 & ~L5 & ~D6 & ~sm1 | ~d1 & ~d2 & d3 & C0 & C1 & Yr & ~Y6 & ~L6 & ~L5 & ~D6 & ~sm1;
			d3 <= ~d0 & d3 & ~Yr & ~Y6 & ~L6 & ~L5 & ~D6 | ~d1 & ~d2 & d3 & ~Yr & ~Y6 & ~L6 & ~L5 & ~D6 | ~d0 & d3 & ~Yr & Y6 & L6 & ~L5 & D6 & ~sm1 | ~d1 & ~d2 & d3 & ~Yr & Y6 & L6 & ~L5 & D6 & ~sm1 | ~d0 & ~d3 & C0 & C1 & Yr & ~Y6 & ~L6 & ~L5 & ~D6 & ~sm1 | ~d1 & ~d2 & ~d3 & C0 & C1 & Yr & ~Y6 & ~L6 & ~L5 & ~D6 & ~sm1;
			C0 <= ~d0 & C0 & ~Yr & ~Y6 & ~L6 & ~L5 & ~D6 | ~d1 & ~d2 & C0  & ~Yr & ~Y6 & ~L6 & ~L5 & ~D6 | ~d1 & ~d3 & C0 & ~Yr & ~Y6 & ~L6 & ~L5 & ~D6 | ~d0 & C0 & ~Yr & Y6 & L6 & ~L5 & D6 & ~sm1 | ~d0 & C1 & ~Yr & Y6 & L6 & ~L5 & D6 & ~sm1 | ~d1 & ~d2 & C0 & ~Yr & Y6 & L6 & ~L5 & D6 & ~sm1 | ~d1 & ~d3 & C0 & ~Yr & Y6 & L6 & ~L5 & D6 & ~sm1 | ~d1 & ~d2 & C1 & ~Yr & Y6 & L6 & ~L5 & D6 & ~sm1 | ~d1 & ~d3 & C1 & ~Yr & Y6 & L6 & ~L5 & D6 & ~sm1 | d0 & ~d1 & d2 & ~d3 & C0 & C1 & ~Y6 & ~L6 & ~L5 & ~D6 & ~sm1;
			C1 <= ~d0 & C1 & ~Yr & ~Y6 & ~L6 & ~L5 & ~D6 | ~d1 & ~d2 & C1 & ~Yr & ~Y6 & ~L6 & ~L5 & ~D6 | ~d1 & ~d3 & C1 & ~Yr & ~Y6 & ~L6 & ~L5 & ~D6 | ~d0 & C0 & ~Yr & Y6 & L6 & ~L5 & D6 & ~sm1 | ~d0 & ~C1 & ~Yr & Y6 & L6 & ~L5 & D6 & ~sm1 | ~d1 & ~d2 & C0 & ~Yr & Y6 & L6 & ~L5 & D6 & ~sm1 | ~d1 & ~d3 & C0 & ~Yr & Y6 & L6 & ~L5 & D6 & ~sm1 | ~d1 & ~d2 & ~C1 & ~Yr & Y6 & L6 & ~L5 & D6 & ~sm1 | ~d1 & ~d3 & ~C1 & ~Yr & Y6 & L6 & ~L5 & D6 & ~sm1 | d0 & ~d1 & d2 & ~d3 & C0 & C1 & ~Y6 & ~L6 & ~L5 & ~D6 & ~sm1;
			Yr <= ~d0 & C0 & C1 & ~Yr & Y6 & L6 & ~L5 & D6 & ~sm1 | ~d1 & ~d2 & C0 & C1 & ~Yr & Y6 & L6 & ~L5 & D6 & ~sm1 | ~d1 & ~d3 & C0 & C1 & ~Yr & Y6 & L6 & ~L5 & D6 & ~sm1 | d0 & ~d1 & d2 & ~d3 & C0 & C1 & Yr & ~Y6 & ~L6 & ~L5 & ~D6 & ~sm1;
			Y6 <= ~d0 & ~Yr & ~Y6 & ~L6 & ~L5 & ~D6 & sm1 | ~d1 & ~d2 & ~Yr & ~Y6 & ~L6 & ~L5 & ~D6 & sm1 | ~d1 & ~d3 & ~Yr & ~Y6 & ~L6 & ~L5 & ~D6 & sm1;
			L6 <= ~d0 & ~Yr & ~Y6 & ~L6 & ~L5 & ~D6 & sm1 | ~d1 & ~d2 & ~Yr & ~Y6 & ~L6 & ~L5 & ~D6 & sm1 | ~d1 & ~d3 & ~Yr & ~Y6 & ~L6 & ~L5 & ~D6 & sm1;
			L5 <= ~d0 & d3 & C0 & C1 & Yr & ~Y6 & ~L6 & ~L5 & ~D6 & ~sm1 | ~d1 & ~d2 & d3 & C0 & C1 & Yr & ~Y6 & ~L6 & ~L5 & ~D6 & ~sm1;
			D6 <= ~d0 & ~Yr & ~Y6 & ~L6 & ~L5 & ~D6 & sm1 | ~d1 & ~d2 & ~Yr & ~Y6 & ~L6 & ~L5 & ~D6 & sm1 | ~d1 & ~d3 & ~Yr & ~Y6 & ~L6 & ~L5 & ~D6 & sm1;
			sm1 <= ~d0 & d3 & ~Yr & ~Y6 & ~L6 & ~L5 & ~D6 & ~sm1 | ~d0 & C0 & ~Yr & ~Y6 & ~L6 & ~L5 & ~D6 & ~sm1 | ~d0 & C1 & ~Yr & ~Y6 & ~L6 & ~L5 & ~D6 & ~sm1 | ~d0 & ~d1 & ~d2 & ~Yr & ~Y6 & ~L6 & ~L5 & ~D6 & ~sm1 | ~d1 & ~d2 & d3 & ~Yr & ~Y6 & ~L6 & ~L5 & ~D6 & ~sm1 | ~d1 & ~d3 & C0 & ~Yr & ~Y6 & ~L6 & ~L5 & ~D6 & ~sm1 | ~d1 & ~d3 & C1 & ~Yr & ~Y6 & ~L6 & ~L5 & ~D6 & ~sm1 | ~d0 & d1 & ~d3 & ~C0 & ~C1 & ~Yr & ~Y6 & ~L6 & L5 & ~D6 & ~sm1 | d0 & ~d1 & ~d3 & ~C0 & ~C1 & ~Yr & ~Y6 & ~L6 & L5 & ~D6 & ~sm1 | ~d1 & d2 & ~d3 & ~C0 & ~C1 & ~Yr & ~Y6 & ~L6 & L5 & ~D6 & ~sm1;
		end
	end
end
endmodule
==> /design/flow/run.sh <==
#!/bin/bash
# OpenROAD 26Q1-2900-gdf79404cd8, Yosys 0.63+post, stock flow scripts
make -C /OpenROAD-flow-scripts/flow DESIGN_CONFIG=/design/flow/config.mk WORK_HOME=/design/flow/orfs finish
==> /design/flow/config.mk <==
export PLATFORM = sky130hd
export DESIGN_NAME = counter
export DESIGN_NICKNAME = counter
export VERILOG_FILES = /design/flow/design.v
export SDC_FILE = /design/flow/constraint.sdc
export NUM_CORES = 4
export LEC_CHECK = 1
export CORE_AREA = 10 10 92 92
export DIE_AREA = 0 0 102 102
==> /design/flow/constraint.sdc <==
current_design counter

set clk_period 4.2
set clk_io_pct 0.2

create_clock -name clk0 -period $clk_period [get_ports {clk}]

set non_clock_inputs [all_inputs -no_clocks]
set_input_delay [expr $clk_period * $clk_io_pct] -clock clk0 $non_clock_inputs
set_output_delay [expr $clk_period * $clk_io_pct] -clock clk0 [all_outputs]
==> reports/summary.txt <==
result of the run: finished clean
TritonRoute pass-1 iters: 4
share of layout cells above drive strength 1: 0.104
endpoint class of the critical path: flip-flop
Avg Vias per Cell: 4.97
Mapped Avg Cell Area: 8.82 µm²
first-pass GRT wire length: 5180 µm
switching power: 94.8 µW
Ant. Diodes: 0
endpoints failing hold: 0
ANT nets after route: 0
crit share post-route: 0.579
setup tns final: 0 ps
Gate Count Post-Synth: 115
Leakage: 0.000460 µW
worst-path cell chain: clkdlybuf4s50_1, inv_1, o21ai_0, o32a_1
area of the core: 6460 µm²
Max Root-Sink Buffers: 2
Startpoint Class: input port
TritonCTS clock tree: done
DRC Markers: 0
Final setup viols: 0
PwrDens: 250 nW/µm²
post-CTS sizing: 0
Setup Skew: 1.59 ps
via count: 1054
Port Buf Inserts: 26
Ports: 27
post-layout util: 0.212
Worst-Margin Slew: 602 ps
Yosys Chip Area: 1010 µm²
CP Data Arrival Time: 2430 ps
DRT iter0 DRCs: 115
asr flop ratio synth: 0
ys flops: 12
most instantiated logic cells after routing: clkdlybuf4s50_1 (26), edfxtp_1 (12), nand2_1 (11)
Tool Warnings: 25
total track usage: 0.0599
RSZ-0062 raised after global routing: no
sw frac: 0.277
row count: 29
largest net degree at the start of global routing: 17
sequential area share after synthesis: 0.355
register clock-pin slew on the reported worst setup and hold paths: 50 ps
Main synth FF type: edfxtp_1
DP Worst Slack: 1560 ps
# Post-CTS Setup Buffers: 0
Detailed Route WL: 3180 µm
clock sink count: 12
max_slew headroom: 0.596
FP Util: 0.157
combinational power share: 0.206
die span in y: 102 µm
DIE WIDTH: 102 µm
CP required: 4190 ps
Crit Path Category: input port to flip-flop
max_cap viols: 0
Pins Over Slew Limit: 0
hold buffer count at cts: 0
wire per inst: 15.0 µm
GPL Wtd Cong: 0.920
area grow syn2layout: 34.6%
critical path peak fanout: 16
YS warnings: 1
CTS buffer count: 3
Yosys Instances: 115
hpwl dp: 2340 µm
clock latency (worst-skew pair): 240 ps
synth unique cells: 47
root buffer cell: clkbuf_8
Internal: 247 µW
flip-flops with a built-in enable: 12
chip area: 10400 µm²
Max Clock Freq: 411 MHz
Worst VDD drop: 135 µV
fin crit period: 2430 ps
fill cell count: 703
Seq pwr share: 0.479
Hold WC Path Type: flip-flop to flip-flop
vias in the first global route: 1069
Commonest Layout Cell: clkdlybuf4s50_1
GR Overflow Total: 0
clock group share of total power: 0.315
CP max stage cell: clkdlybuf4s50_1
final setup margin: 1770 ps
Worst path max stage delay: 710 ps
initial antenna violation count: 0
H-tree levels: 1
cell area after synthesis: 1010 µm²
-- per-stage QoR --
stage / total power [µW] / hold WS, ps / cell area [µm²] / cells
global route: 357 / 904 / 1370 / 212
finish: 342 / 881 / 1370 / 212
floorplan: 196 / 731 / 1010 / 115
global placement: 237 / 871 / 1330 / 209
CTS: 344 / 883 / 1370 / 212
detailed placement: 236 / 872 / 1330 / 209
-- flip-flops by register name, summed over array words and instances (netlist names) --
register  flops
C0            1
C1            1
D6            1
L5            1
L6            1
Y6            1
Yr            1
d0            1
d1            1
d2            1
d3            1
sm1           1
-- metal layers --
layer / vias to the layer above / track usage / part of all wire
met5: - / 0 / 0
met4: 0 / 0.00759 / 0.011
met2: 54 / 0.105 / 0.47
met3: 4 / 0.0116 / 0.073
li1: 493 / - / -
met1: 503 / 0.0771 / 0.44
-- synthesized netlist by cell type, types with 3 or more instances --
cell type | count | share of area
edfxtp_1 | 12 | 0.36
nand2_1 | 11 | 0.041
nor2_1 | 10 | 0.037
o21ai_0 | 7 | 0.035
nor3_1 | 6 | 0.030
inv_1 | 5 | 0.018
a21o_1 | 4 | 0.030
a21oi_1 | 4 | 0.020
buf_2 | 4 | 0.020
clkbuf_1 | 4 | 0.015
nand3_1 | 3 | 0.015
-- power by group through the flow --
| stage | Combinational [µW] | Sequential [µW] | Clock [µW] |
|---|---|---|---|
| 6_report | 70.4 | 164 | 108 |
| 5_1_grt | 77.8 | 166 | 113 |
| 4_1_cts | 71.4 | 163 | 109 |
-- critical path: cells and delay by family --
family,cells,cell delay [ps]
buf+inv,2,1070
compound gates,2,510
-- area by class of cell --
class                           count  area [µm²]  area share
Sequential cell                    12         360       0.264
Multi-Input combinational cell     89         589       0.431
Tap cell                           77        96.3      0.0705
Inverter                            5        18.8      0.0137
Clock buffer                        3        41.3      0.0302
Timing Repair Buffer               26         260       0.190
-- cell families after synthesis --
family | Yosys count | share of synthesized area
buffers and inverters | 14 | 0.0641
AOI/OAI and AO/OA | 41 | 0.300
adders and majority gates | 1 | 0.0111
DFF | 12 | 0.355
and+or+nand+nor | 47 | 0.270
-- final timing paths --
check / depth (start not counted) / start / to / slack [ps]
max: 4 / rst / C0 / 1770
min: 3 / D6 / d1 / 880
max reg2reg: 5 / Y6 / d2 / 2120
min reg2reg: 3 / D6 / d1 / 880
Power and IR drop assume default switching activity.
